**design/flow/config.mk**
```make
export PLATFORM = sky130hd
export DESIGN_NAME = ProgramCounter
export DESIGN_NICKNAME = ProgramCounter
export VERILOG_FILES = /design/flow/design.v
export SDC_FILE = /design/flow/constraint.sdc
export NUM_CORES = 4
export LEC_CHECK = 1
export CORE_AREA = 10 10 81 81
export DIE_AREA = 0 0 91 91
```
**design/flow/constraint.sdc**
```tcl
current_design ProgramCounter

set clk_period 2.9
set clk_io_pct 0.2

create_clock -name clk0 -period $clk_period [get_ports {clock}]

set non_clock_inputs [all_inputs -no_clocks]
set_input_delay [expr $clk_period * $clk_io_pct] -clock clk0 $non_clock_inputs
set_output_delay [expr $clk_period * $clk_io_pct] -clock clk0 [all_outputs]
```
**design/flow/design.v**
```verilog
module ProgramCounter(
  input         clock,
  input         reset,
  input         io_stop,
  input         io_jump,
  input         io_run,
  input  [15:0] io_programCounterJump,
  output [15:0] io_programCounter
);
  reg [15:0] counterReg;  
  wire  _T = ~io_jump;  
  wire  _T_1 = io_run & _T;  
  wire  _T_2 = ~io_stop;  
  wire  _T_3 = _T_1 & _T_2;  
  wire [15:0] _T_5 = counterReg + 16'h1;  
  wire  _T_6 = io_run & io_jump;  
  wire  _T_8 = _T_6 & _T_2;  
  assign io_programCounter = counterReg;  
  always @(posedge clock) begin
    if (reset) begin
      counterReg <= 16'h0;
    end else if (_T_3) begin
      counterReg <= _T_5;
    end else if (_T_8) begin
      counterReg <= io_programCounterJump;
    end
  end
endmodule
```
**design/flow/run.sh**
```bash
#!/bin/bash
# OpenROAD 26Q1-2900-gdf79404cd8, Yosys 0.63+post, stock flow scripts
make -C /OpenROAD-flow-scripts/flow DESIGN_CONFIG=/design/flow/config.mk WORK_HOME=/design/flow/orfs finish
```
==> impl_metrics.json <==
{
  "groute.usage.overall": 0.0782,
  "vdd_ir_drop_max_uv": 143,
  "post_synth_instance_area_sq_um": 1040,
  "max_buffers_root_to_sink": 2,
  "tritoncts": "yes",
  "worst_skew_pair.late_latency_ns": 0.25,
  "drt_drc_violations_left": 0,
  "largest_net_degree_at_the_start_of_global_routing": 42,
  "die_w_um": 91,
  "cts-resized-gates": 0,
  "cts.repair_timing.setup_buffer_count": 0,
  "syn2layout_area_growth_pct": 46.9,
  "final_min_period_over_clock_period": 0.729,
  "p_per_area_nw_per_um2": 362,
  "n_antenna_cell": 0,
  "grt_pass1_wl_um": 5490,
  "number_of_antenna_violations_at_the_first_check_in_global_routing": 0,
  "layout.cells.most_common": "sky130_fd_sc_hd__clkdlybuf4s50_1",
  "dp_hpwl_um": 2400,
  "warning_count": 25,
  "setup.worst_path.start_class": "flip-flop",
  "largest_register_ffs": 16,
  "report.final.setup_viol": 0,
  "multiInputGateArea_sq_um": 671,
  "finalHoldViolCount": 0,
  "max_slew_margin": 0.591,
  "fillerInstances": 535,
  "synth_area_per_cell_sq_um": 7.43,
  "global_route_overflow": 0,
  "chipArea_sq_um": 8280,
  "layout_setup_ws_ns": 0.787,
  "yosys_warning_tally": 1,
  "tns_ns": 0,
  "setup_slack_at_placement_ns": 0.776,
  "drt_first_iter_violations": 80,
  "biggestRegsByFlops": "counterReg x16",
  "yosys.stat.chipArea_sq_um": 1040,
  "rows": 25,
  "gp_congestion": 0.775,
  "max-cap-violations": 0,
  "ff_latch_area_sq_um": 320,
  "layout-drive-gt1-share": 0.0632,
  "maxClockFrequency_mhz": 473,
  "leakagePower_nw": 0.470,
  "final-max-slew-violation-count": 0,
  "timing.critical_path.required_ns": 3.07,
  "grt_pass1_vias": 1107,
  "yosysCellCount": 140,
  "detailroute.via_count": 1122,
  "floorplan.io_pins": 37,
  "yosys.cell_types.count": 35,
  "rsz0062_at_grt": "false",
  "reg_with_most_ffs": "counterReg",
  "clk_transition_reported_paths_ns": 0.07,
  "clock_tree_root": "sky130_fd_sc_hd__clkbuf_8",
  "outcome": "completed",
  "placement.io_buffers": 36,
  "htreeDepth": 1,
  "fin_crit_ns": 2.11,
  "tightestPinTransition_ns": 0.612,
  "total_detailed_routing_wirelength_um": 3320,
  "number_of_detailed_route_iterations_in_the_first_pass": 4,
  "post_cts_hold_buffer_count": 0,
  "ant_nets": 0,
  "via_per_inst": 4.66,
  "portion_of_the_post_synthesis_area_used_by_sequential_elements": 0.308,
  "floorplan.initialDensity": 0.216,
  "setup.worst_path.class": "reg2reg",
  "worstHoldPathType": "reg2reg",
  "ys_ff": 16,
  "cts_inserted_buffers": 3,
  "placeableCoreArea_sq_um": 4820,
  "netlist_instances": 140,
  "drt-wirelength-per-cell_um": 13.8,
  "cp_max_fo": 8,
  "cts_num_sinks": 16,
  "worst_clock_skew_ns": 0.000703,
  "cp.arrival_ns": 2.28,
  "postLayoutCoreUtil": 0.317,
  "timing.critical_path.to_type": "flip-flop",
  "floorplan.die.height_um": 91,
  "mostFrequentLayoutCells": "36 x sky130_fd_sc_hd__clkdlybuf4s50_1, 16 x sky130_fd_sc_hd__nand2_1, 16 x sky130_fd_sc_hd__dfxtp_1"
}
## final timing paths
kind,start,end,slack [ns],depth (start not counted)
hold / removal,counterReg[8],counterReg[8],0.50,2
setup / recovery,counterReg[0],counterReg[14],0.79,5
setup reg to reg,counterReg[0],counterReg[14],0.79,5
hold reg to reg,counterReg[8],counterReg[8],0.50,2
## metal layers
| metal | part of all wire | wire, um | global-route usage |
|---|---|---|---|
| met1 | 0.51 | 1680 | 0.114 |
| met2 | 0.44 | 1470 | 0.120 |
| met3 | 0.046 | 153 | 0.0149 |
| met4 | 0.0066 | 22 | 0.0104 |
| met5 | 0 | 0 | 0 |
## cells in the mapped netlist
cell	number	area [sq um]
sky130_fd_sc_hd__a211oi_1	1	7.51
sky130_fd_sc_hd__a21o_1	1	7.51
sky130_fd_sc_hd__a21oi_1	6	30.0
sky130_fd_sc_hd__a221oi_1	1	8.76
sky130_fd_sc_hd__a22o_1	1	8.76
sky130_fd_sc_hd__a22oi_1	2	15.0
sky130_fd_sc_hd__a31oi_1	9	56.3
sky130_fd_sc_hd__a41oi_1	1	8.76
sky130_fd_sc_hd__and2_1	1	6.26
sky130_fd_sc_hd__and3_1	1	6.26
sky130_fd_sc_hd__and4_1	1	8.76
sky130_fd_sc_hd__buf_1	1	3.75
sky130_fd_sc_hd__clkbuf_1	8	30.0
sky130_fd_sc_hd__dfxtp_1	16	320
sky130_fd_sc_hd__ha_1	1	12.5
sky130_fd_sc_hd__inv_1	4	15.0
sky130_fd_sc_hd__mux2i_1	8	80.1
sky130_fd_sc_hd__nand2_1	16	60.1
sky130_fd_sc_hd__nand2_2	1	6.26
sky130_fd_sc_hd__nand2b_1	2	12.5
sky130_fd_sc_hd__nand3_1	11	55.1
sky130_fd_sc_hd__nand3_2	2	20.0
sky130_fd_sc_hd__nand4_1	4	25.0
sky130_fd_sc_hd__nor2_1	7	26.3
sky130_fd_sc_hd__nor2b_1	5	31.3
sky130_fd_sc_hd__nor3_1	9	45.0
sky130_fd_sc_hd__nor4_1	5	31.3
sky130_fd_sc_hd__o21a_1	1	7.51
sky130_fd_sc_hd__o21ai_0	5	25.0
sky130_fd_sc_hd__o21ba_2	1	10.0
sky130_fd_sc_hd__o311ai_0	1	8.76
sky130_fd_sc_hd__o31ai_1	2	15.0
sky130_fd_sc_hd__o41ai_1	1	8.76
sky130_fd_sc_hd__or3_1	3	18.8
sky130_fd_sc_hd__or4_1	1	7.51
## per-stage QoR
step / total power [mW] / hold WS (ns) / cells / area, sq um
finish: 0.553 / 0.498 / 241 / 1530
global route: 0.588 / 0.545 / 241 / 1530
CTS: 0.563 / 0.504 / 241 / 1530
detailed placement: 0.355 / 0.493 / 237 / 1470
global placement: 0.355 / 0.484 / 237 / 1470
floorplan: 0.291 / 0.449 / 140 / 1040
## logic make-up after synthesis
family / Yosys count / share of synthesized area
adders and majority gates: 1 / 0.0120
muxes: 8 / 0.0770
AOI/OAI and AO/OA: 33 / 0.209
buffers and inverters: 13 / 0.0469
DFF: 16 / 0.308
and+or+nand+nor: 69 / 0.347
## critical path, stage by stage (launching register included)
cell,delay [ns]
sky130_fd_sc_hd__dfxtp_1,0.46
sky130_fd_sc_hd__ha_1,0.27
sky130_fd_sc_hd__nand3_2,0.18
sky130_fd_sc_hd__or3_1,0.41
sky130_fd_sc_hd__or4_1,0.52
sky130_fd_sc_hd__a41oi_1,0.19
## area by class of cell
class	count	area share
multi-input combinational	111	0.439
sequential	16	0.210
timing repair buffer	39	0.251
clock buffer	4	0.0360
tap	67	0.0549
inverter	4	0.00983
## report_power, final
part | internal, mW | switching (mW)
Combinational | 0.0620 | 0.0396
Sequential | 0.231 | 0.0165
Clock | 0.121 | 0.0832
Power is estimated from default activity; no workload was simulated.
